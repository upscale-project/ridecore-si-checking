$ cat flow/design.v
module imem_outa
  (
   input [27:0]       pc,
   output reg [127:0] idata
   );
   always @ (*) begin
      case(pc)
	28'h0: idata = 128'h00202023001081130010202304100093;
	28'h1: idata = 128'h0000000000000000ffdff06f00202423;
	default: idata = 128'h0;
      endcase  
   end
endmodule  
$ cat flow/run.sh
#!/bin/bash
# OpenROAD 26Q1-2900-gdf79404cd8, Yosys 0.63+post, stock flow scripts
make -C /OpenROAD-flow-scripts/flow DESIGN_CONFIG=/design/flow/config.mk WORK_HOME=/design/flow/orfs finish
$ cat flow/config.mk
export PLATFORM = sky130hd
export DESIGN_NAME = imem_outa
export DESIGN_NICKNAME = imem_outa
export VERILOG_FILES = /design/flow/design.v
export SDC_FILE = /design/flow/constraint.sdc
export NUM_CORES = 4
export LEC_CHECK = 1
export CORE_AREA = 10 10 70 70
export DIE_AREA = 0 0 80 80
$ cat flow/constraint.sdc
current_design imem_outa

set clk_period 1.9
set clk_io_pct 0.2

create_clock -name clk0 -period $clk_period

set non_clock_inputs [all_inputs -no_clocks]
set_input_delay [expr $clk_period * $clk_io_pct] -clock clk0 $non_clock_inputs
set_output_delay [expr $clk_period * $clk_io_pct] -clock clk0 [all_outputs]
==> results.cfg <==
; generated from flow reports
[sta]
fmax_ghz = 0.440
grt_setup_unrepaired = yes
finalSetupViolCount = 46
setup_tns_ps = -11410
hold_viol = 0
finalClockPeriodUsage = 1.20
timing.final.ws_setup_ps = -371
post-route-min-period_ps = 2270
maxSlewViolCount = 0

[global_routing]
grt_max_degree = 7
antenna_found_initial = 0
grt_pass1_vias = 915
grt_use_total = 0.107
overflow = 0
grt_pass1_wl_um = 5570

[logic_synthesis]
xor_area_frac = 0
netlist_area_um2 = 1030
yosysTopAreaCell = buf_4
synthesis.instances = 139
aoi_share = 0
top_logic_kind = buffers and inverters
avgSynthCellArea_um2 = 7.43
ys_area_um2 = 1030
synth_warnings = 1
mux_area_frac = 0
yosys_cells = 139
postSynthSeqShare = 0
synthTopCellsByArea = buf_4 (91%), nor4_1 (3.0%), nor4b_2 (1.5%)
yosys.area_share.simple = 0.0873
adder_share = 0
synthDistinctLibCells = 9
top_cell_area_share = 0.909

[outcome]
violations = setup timing
status = complete, but fails checks

[place]
place.detailed.hpwl_um = 2800
gp_congestion = 0.707
post_dp_cell_area_um2 = 1310
post-place-ws_ps = -847
portBuffers = 74

[critical_path]
critPathLaunchType = primary input
crit_top_cell = buf_6
slowest_stage = nor4_2
worstPathArrival_ps = 1890
slowest_delay_ps = 250
critPathMaxFanout = 3
crit_path_cell_trace = buf_2 > nor4_2 > nand4_1 > buf_4 > nor3_4 > buf_6 > buf_16 > buf_8 > buf_6 > buf_6
path_class = in -> out
crit_end = idata[46]
required_ps = 1520
cp-startpoint = pc[2]
crit_path_end_kind = output port

[detailed_routing]
firstDrtPassIters = 4
vias = 796
drt-vias-per-instance = 3.17
drc = 0
first_iter_violations = 19
wl_per_cell_um = 17.2
totalWireLength_um = 4310
antenna-diode-count = 0
antenna_left = 0

[min_path]
hp-class = in -> out
min-delay-start = pc[21]

[power_and_ir_drop]
vdd_drop_max_v = 0.0000399
power.density_nw_per_um2 = 45.2
p_leak_nw = 0.957
finalPower_w = 0.0000795

[die]
die_y_um = 80
chip_area_um2 = 6400
die_w_um = 80
ios = 156
coreArea_um2 = 3420
floorplan.core_util = 0.302
rows = 21

[cells_and_area]
flop_area_um2 = 0
ff_count = 0
final_util = 0.515
nClkBuffers = 0
final_area_um2 = 1760
area_delta_synth_final_pct = 70.4
drive_above_1_share = 0.527

[flow_run]
cap_violations = 0
warnings = 35
-- power by group --
| part | switching (W) | leakage, nW | internal (W) | total, W |
|---|---|---|---|---|
| combinational | 0.0000383 | 0.957 | 0.0000412 | 0.0000795 |
| clock | 0 | 0 | 0 | 0 |
| sequential | 0 | 0 | 0 | 0 |
-- metrics by stage --
step                hold slack (ps)  std cells
floorplan                       809        220
global placement               1890        219
detailed placement             1890        219
CTS                            1350        251
global route                   1390        251
finish                         1360        251
-- cells in the mapped netlist --
cell type / number
nand4_1: 1
nor4b_2: 1
nor3b_1: 1
nor4_1: 5
nor4_2: 1
nand2_1: 2
nor3_1: 2
conb_1: 1
buf_4: 125
-- how the worst min path moves through the flow --
stage / to / slack [ps] / cells after the start
after CTS: idata[20] / 1350 / 7
after global routing: idata[35] / 1390 / 7
final: idata[35] / 1360 / 7
-- final cells by class --
class              count  area [µm²]
fillers              276        1660
repair buffers       110        1200
multi-input cells     95         503
well taps             46        57.6
-- placed cells by master (no fill, tap or decap), types with 2 or more instances in the layout --
master and count:
nor4_4 5, buf_4 8, buf_8 5, buf_6 66, conb_1 82, buf_2 12, clkdlybuf4s15_1 8, buf_12 4
nand2_1 2, dlygate4sd2_1 3
-- worst max-delay path, delay by kind of cell --
kind / cells / cell delay, ps
buffers and inverters: 7 / 860
and+or+nand+nor: 3 / 650
-- per-layer routing --
metal,vias to the layer above,GRT usage,wire [µm]
met5,-,0,0
met4,0,0,0
met3,0,0.0318,414
met2,82,0.201,2190
met1,353,0.124,1710
li1,361,-,-
-- cells by family after synthesis --
family | count (synthesis)
buffers and inverters | 125
other | 1
and+or+nand+nor | 13
-- timing repair --
action                                  in CTS  in global routing
gates resized                              286                 19
pin swaps                                   13                  9
hold buffers                                 0                  0
setup buffers                               31                  6
endpoints found under the hold margin        0                  0
cloned                                       4                  0
endpoints found under the setup margin      46                 46
Power figures rest on the tool's default switching activity, not on a simulated workload.
